$ cat design/flow/design.v
module processor; 
	reg clk;
	wire [16:1]insout;
	reg load;
	reg [15:0]insload;
	reg [15:0]laddr;
	wire [15:0]pcaddr;
	wire c_load;
	reg clear;
	wire [15:0] w_write;
	wire [15:0] A,B;
	wire [15:0]m0_out;
	wire [15:0]i2,i3;
	wire c_m0,cout,lt,eq,gt,overf;
	wire cout1,lt1,eq1,gt1,overf1;
	wire [15:0]w_extend,reginput;
	wire [15:0]alu0_out;
	wire [2:0] c_alu0;
	wire [15:0]mem_out;
	wire memread,memwrite,c_and,c_m2,c_m3,cload;
	wire [15:0]m2_out;
	wire [15:0] alu1_out,alu2_out,m3_out,jump_out;
	reg [15:0] reg_load;
	reg [3:0]reg_addr;
	wire [3:0]regload,iMe1,iMe2;
	reg loadreg;
	MUX4bit Me0(regload,insout[4:1],reg_addr,iMe1, iMe2, 1'b0,loadreg);
	MUX Me(w_write,reginput,reg_load, i2, i3, 1'b0,loadreg);
	or g2(c_load,loadreg,cload);
	pc progcounter(pcaddr,m2_out,clk);
	insmemory insfetch(insout,insload,laddr,pcaddr,load,clk);
	registerfile reg_file(A,B,insout[12:9],insout[8:5],regload,w_write,c_load,clear,clk);
	MUX M0(m0_out, B,w_extend, i2, i3, 1'b0, c_m0);
	signextender wordextend(w_extend,insout[4:1]);
	alu alu0(alu0_out,cout,lt,eq,gt,overf,A,m0_out,1'b0,c_alu0);
	memory datamem(mem_out,alu0_out,B,memread,memwrite,clk);
	MUX M1(reginput,mem_out,alu0_out, i2, i3, 1'b0, c_m1);
	alu alu1(alu1_out,cout1,lt1,eq1,gt1,overf1,pcaddr,16'd2,1'b0,3'b010);
	alu alu2(alu2_out,cout1,lt1,eq1,gt1,overf1,alu1_out,w_extend,1'b0,3'b010);
	MUX M3(m3_out,alu1_out,alu2_out, i2, i3, 1'b0, c_and);
	and (c_and ,~eq ,c_m3);
	MUX M2(m2_out,m3_out,jump_out, i2, i3, 1'b0, c_m2);
	jump jumpins(jump_out,insout[12:1],pcaddr[15:13]);
	controller maincontroller({c_m2,c_m1,c_m0},c_m3,c_alu0,memread,memwrite,cload,insout[16:13],clk);
	initial
		clk = 1'b0;
	always
	begin
	#5 clk = ~clk;
	end
initial 
begin
	#4 insload = 16'b0010_0000_0001_0011;load = 1'b1;laddr = 16'd0;loadreg = 1'b1;reg_load = 16'd11;reg_addr = 4'd0;
	#9 insload = 16'b0011_0000_0001_0011;load = 1'b1;laddr = 16'd2;reg_load = 16'd10;reg_addr = 4'd1;
	#9 loadreg = 1'b0;load =1'b0;
end
endmodule
module insmemory(ins_out,ins_load,l_addr,pc_addr,load,clock);
input  clock,load;
input  [15:0]ins_load;   
input  [15:0]l_addr;      
input  [15:0]pc_addr;     
output reg[15:0]ins_out;    
reg [7:0]mem_file[64:0];    
always @(posedge clock&load)
begin
    mem_file[l_addr]=ins_load[15:8];
    mem_file[l_addr+1]=ins_load[7:0];
end
always @(posedge clock)
begin
     ins_out[15:0]={mem_file[pc_addr],mem_file[pc_addr+1]};
end
endmodule
module registerfile(A,B,Aaddr,Baddr,Caddr,C,load,clear,clock);
input [3:0] Aaddr,Baddr,Caddr;
input [15:0]C;
input load,clear,clock;
output reg [15:0] A,B;
reg [15:0]reg_file[15:0];
integer count;
always @(negedge clear)
begin
	for ( count=0; count < 16; count = count + 1)
		begin
			reg_file[count] = 16'd0; 
		end
end
always @(posedge clock)
begin
	if(load)
		begin
		reg_file[Caddr]	= C;
		end
end
always @(posedge clock)
begin
		A = reg_file[Aaddr];
		B = reg_file[Baddr];
	end
endmodule
module MUX(out, i0, i1, i2, i3, s1, s0);
	output [15:0]out;
	input [15:0]i0, i1, i2, i3;
	input s1, s0;
	reg [15:0]tempout;
	always @(s0,s1,i0,i1,i2,i3)
	begin	
		case ({s1,s0})
			2'd0 : tempout = i0;
			2'd1 : tempout = i1;
			2'd2 : tempout = i2;
			2'd3 : tempout = i3;
			default : $display("Invalid signal");	
		endcase
	end	
	assign out=tempout;
endmodule
module MUX4bit(out, i0, i1, i2, i3, s1, s0);
	output [3:0]out;
	input [3:0]i0, i1, i2, i3;
	input s1, s0;
	reg [3:0]tempout;
	always @(s0,s1,i0,i1,i2,i3)
	begin	
		case ({s1,s0})
			2'd0 : tempout = i0;
			2'd1 : tempout = i1;
			2'd2 : tempout = i2;
			2'd3 : tempout = i3;
			default : $display("Invalid signal");	
		endcase
	end	
	assign out=tempout;
endmodule
module signextender(out,in);
input [3:0]in;
output reg [15:0] out;
always @(in)
begin
	case(in[3])
		1'd0 : 	out = {12'b0,in};
		1'd1 :	out = {12'b1,in};
	endcase	
end
endmodule
module alu(z,c_out,lt,eq,gt,overflow,x,y,c_in,c);
input c_in;
input [2:0] c;
input [15:0]x,y;
output reg [15:0] z;
output reg c_out,lt,eq,gt,overflow;
always @(c_in,c,x,y)
begin
	case(c)
		3'd0:	z = x & y;
		3'd1:	z = x | y;
		3'd2:	begin
				{c_out,z} = x + y + c_in ; 	
				overflow = c_out;
			end
		3'd3:	z = x - y;
		3'd7:	
			begin
				if(x < y)
					begin
					z = 16'd1;
					end
				else
					begin
						$display("Invalid signal");
					end
			end
		default : $display("Invalid signal");	
	endcase
end
always @(x,y)
begin
	if(x < y)
		begin
			lt = 1;
			gt = 0;
			eq = 0;
		end
	else if(x > y)
		begin
			lt = 0;
			gt = 1;
			eq = 0;
		end
	else if(x == y)
		begin
			lt = 0;
			gt = 0;
			eq = 1;
		end
	else
		begin
			$display("Invalid signal");
		end
end
endmodule 
module memory(read,addr,write,memread,memwrite,clock);
input [15:0] addr,write;
input memread,memwrite,clock;
output reg [15:0] read;
reg [15:0]reg_file[32:0];
always @(posedge clock)
begin
	if(memwrite == 1)
		begin
		reg_file[addr]	= write;
		end
	else if(memread == 1)
		begin
		read = reg_file[addr];
		end
end
endmodule
module pc(pc_old,pc_new,clock);
input clock;
input [15:0]pc_new;
output reg[15:0]pc_old;
initial
  #26 pc_old=16'd0;
always@(posedge clock)
begin
   pc_old=pc_new; 
  end
endmodule
module jump(out,offset,pc);
input [11:0] offset;
input [2:0] pc;
output reg [15:0] out;
always @(offset)
begin
	out = {pc,offset,1'b0};
end
endmodule
module controller(muxinput,inputofand,aluinput,memread,memwrite,regload,opcode,clock);
input [3:0] opcode;
input clock;
output reg [2:0] muxinput;	 
output reg inputofand,memread,memwrite,regload;	 
output reg [2:0] aluinput;	 
always @(posedge clock)
begin
	case(opcode)
	4'd0:	begin
				regload = 1;
				memread = 0;
				memwrite = 0;
				inputofand = 0;
				aluinput = 3'd0;
				muxinput[0] = 0;
				muxinput[1] = 1;
				muxinput[2] = 0;
			end
	4'd1:	begin
				regload = 1;
				memread = 0;
				memwrite = 0;
				inputofand = 0;
				aluinput = 3'd1;
				muxinput[0] = 0;
				muxinput[1] = 1;
				muxinput[2] = 0;
			end
	4'd2:	begin
				regload = 1;
				memread = 0;
				memwrite = 0;
				inputofand = 0;
				aluinput = 3'd2;
				muxinput[0] = 0;
				muxinput[1] = 1;
				muxinput[2] = 0;
			end
	4'd6:	begin
				regload = 1;
				memread = 0;
				memwrite = 0;
				inputofand = 0;
				aluinput = 3'd3;
				muxinput[0] = 0;
				muxinput[1] = 1;
				muxinput[2] = 0;
			end
	4'd7:	begin
				regload = 1;
				memread = 0;
				memwrite = 0;
				inputofand = 0;
				aluinput = 3'd7;
				muxinput[0] = 0;
				muxinput[1] = 1;
				muxinput[2] = 0;
			end
	4'd8:	begin
				regload = 1;
				inputofand = 0;
				aluinput = 3'd2;
				memread = 1;
				memwrite = 0;
				muxinput[0] = 1;
				muxinput[1] = 0;
				muxinput[2] = 0;
			end
	4'd10:	begin
				regload = 0;
				inputofand = 0;
				aluinput = 3'd2;
				memread = 0;
				memwrite = 1;
				muxinput[0] = 1;
				muxinput[2] = 0;
			end
	4'd14:	begin
				regload = 0;
				inputofand = 1;
				aluinput = 3'd7;
				memread = 0;
				memwrite = 0;
				muxinput[0] = 0;
				muxinput[2] = 0;
			end		
	4'd15:	begin
				regload = 0;
				memread = 0;
				memwrite = 0;
				muxinput[2] = 1;
			end	
	endcase
end
endmodule
$ cat design/flow/run.sh
#!/bin/bash
# OpenROAD 26Q1-2900-gdf79404cd8, Yosys 0.63+post, stock flow scripts
make -C /OpenROAD-flow-scripts/flow DESIGN_CONFIG=/design/flow/config.mk WORK_HOME=/design/flow/orfs finish
$ cat design/flow/config.mk
export PLATFORM = sky130hd
export DESIGN_NAME = memory
export DESIGN_NICKNAME = memory
export VERILOG_FILES = /design/flow/design.v
export SDC_FILE = /design/flow/constraint.sdc
export NUM_CORES = 4
export LEC_CHECK = 1
export CORE_UTILIZATION = 30
$ cat design/flow/constraint.sdc
current_design memory

set clk_period 4.1
set clk_io_pct 0.2

create_clock -name clk0 -period $clk_period [get_ports {clock}]

set non_clock_inputs [all_inputs -no_clocks]
set_input_delay [expr $clk_period * $clk_io_pct] -clock clk0 $non_clock_inputs
set_output_delay [expr $clk_period * $clk_io_pct] -clock clk0 [all_outputs]
==> impl_metrics.env <==
# source this file to load flow results
export IMPL_timing_final_setup_violations=0
export IMPL_antenna_cells=0
export IMPL_post_synth_inst_count=1191
export IMPL_final_layout_size_suffix_gt1_share_pct=18.15
export IMPL_worstSetupPathType="primary input to flop"
export IMPL_grt_antenna_before_repair=1
export IMPL_synth_stat_cells=1191
export IMPL_power_static_leakage_nw=7.767
export IMPL_postSynthRegisterBits=544
export IMPL_min_delay_path_class="flop to flop"
export IMPL_async_reset_ff_share_pct=0
export IMPL_openroad_warnings=35
export IMPL_portBuffers=40
export IMPL_first_global_vias=12250
export IMPL_cts_repair_resize_count=0
export IMPL_ff_to_ff_setup_slack_ns=1.94
export IMPL_cts_buffers_inserted=53
export IMPL_tritoncts_num_sinks=544
export IMPL_max_cap_violations=0
export IMPL_residual_drc=0
export IMPL_cts_max_path_buffers=3
export IMPL_design_core_area_mm2=0.06883
export IMPL_required_ns=4.43
export IMPL_ant_nets=0
export IMPL_first_iter_violations=930
export IMPL_timing_worst_slew_pin_value_ns=1.035
export IMPL_gr_usage_all_layers_pct=17.11
export IMPL_floorplan_io_pins=51
export IMPL_die_height_um=266.3
export IMPL_finalCritPeriodShare_pct=76.30
export IMPL_hold_slack_ns=0.5894
export IMPL_die_size_x_um=266.3
export IMPL_maxSlewHeadroom_pct=30.78
export IMPL_critPathLaunchType="primary input"
export IMPL_initial_utilization_pct=30.46
export IMPL_vdd_ir_drop_max_mv=0.3014
export IMPL_sequential_cell_area_mm2=0.01634
export IMPL_n_fill_cell=6322
export IMPL_critPathTopFamily="buffers and inverters"
export IMPL_max_frequency_mhz=319.7
export IMPL_postCtsHoldBufs=0
export IMPL_netlist_cell_type_count=64
export IMPL_dp_final_hpwl_mm=35.44
export IMPL_crit_path_cell_trace="clkdlybuf4s50_1 -> nor2b_2 -> buf_4 -> and2_1 -> a22o_1 -> a2111oi_2 -> nand4_1"
export IMPL_globalRoute_totalOverflow=0
export IMPL_vias_per_cell=5.176
export IMPL_place_area_mm2=0.02301
export IMPL_route_final_wire_length_mm=56.09
export IMPL_drt_first_pass_iters=7
export IMPL_die_area_mm2=0.07093
export IMPL_synthToLayoutAreaGrowth_pct=17.98
export IMPL_final_hold_violation_count=0
export IMPL_insertion_delay_ns=0.63
export IMPL_endpoint_kind="flop"
export IMPL_grt_first_pass_wirelength_mm=82.17
export IMPL_run_status="finished clean"
export IMPL_synth_yosys_seq_area_share_pct=77.93
export IMPL_critPathSlowestCell="sky130_fd_sc_hd__clkdlybuf4s50_1"
export IMPL_enable_flop_cells=544
export IMPL_path_buffers=2
export IMPL_cts_clk_slew_worst_paths_ns=0.06
export IMPL_clockRootBuffer="sky130_fd_sc_hd__clkbuf_16"
export IMPL_setup_total_negative_slack_ns=0
export IMPL_htree_num_levels=2
export IMPL_slowest_delay_ns=0.84
export IMPL_cp_arrival_ns=3.46
export IMPL_post_cts_setup_buffers=0
export IMPL_cts_tree="built"
export IMPL_postLayoutCoreUtil_pct=35.93
export IMPL_grt_setup_unrepaired="no"
export IMPL_timing_final_max_slew_violations=0
export IMPL_syn_cell_area_mm2=0.02096
export IMPL_syn_mean_instance_area_um2=17.60
export IMPL_yosys_stat_area_mm2=0.02096
export IMPL_drt_wirelength_per_cell_um=24.54
export IMPL_worst_clock_skew_ns=0.04328
export IMPL_period_needed_ns=3.128
export IMPL_routabilityCongestion=0.9585
export IMPL_grt_start_max_net_pins=34
export IMPL_detailroute_via_count=11830
export IMPL_finalInstanceArea_mm2=0.02473
export IMPL_synth_main_ff_cell="sky130_fd_sc_hd__edfxtp_1"
export IMPL_synth_warning_count=2
export IMPL_critPathMaxFanout=25
export IMPL_power_per_cell_area_mw_per_mm2=463.2
export IMPL_combinational_gate_area_mm2=0.004222
export IMPL_num_rows=96
==> metal layers <==
metal	global-route usage, %	vias to the layer above	wire length (um)
met4	4.147	2	1688
met1	21.02	5884	20380
met5	0	-	17
met3	11.59	94	8394
li1	-	5171	-
met2	25.34	681	25610
==> final cells by class <==
type,count,area share (%)
tap,931,4.710
multi-input combinational,567,17.07
timing repair buffer,145,5.201
clock buffer,64,5.530
clock inverter,34,1.422
inverter,1,0.01518
sequential,544,66.05
==> synthesized netlist by cell type, drive strengths merged (21+ instances only) <==
| cell type | count | area [um^2] |
|---|---|---|
| nand4 | 34 | 212.7 |
| a2111oi | 21 | 227.7 |
| edfxtp | 544 | 16340 |
| mux2 | 22 | 247.7 |
| nand2 | 24 | 92.59 |
| nor2 | 50 | 197.7 |
| buf | 57 | 374.1 |
| mux2i | 44 | 440.4 |
| clkbuf | 22 | 82.58 |
| a22o | 49 | 429.2 |
| nand3 | 110 | 550.5 |
| a22oi | 49 | 367.9 |
==> kinds of logic (layout without fill, tap and decap cells) <==
kind of cell	count (synthesis)	after routing	synth area share (%)
AOI/OAI and AO/OA	196	196	8.148
buffers and inverters	80	244	2.197
and+or+nand+nor	304	304	8.363
xor gates and xnor gates	1	1	0.07762
muxes	66	66	3.283
DFF	544	544	77.93
==> per-stage QoR <==
stage                     worst slack, ns  total power, W  instances
after global placement             0.3692        0.006776       2188
after detailed placement           0.3844        0.006784       2188
after global routing               0.7926         0.01178       2286
after floorplan                    0.3536        0.006500       1191
final                              0.9719         0.01146       2286
after CTS                           1.015         0.01154       2286
==> layout by cell type, fill, tap and decap left out, drive strengths merged, types with 12 or more instances in the layout <==
cell           count
edfxtp           544
and2              14
buf              108
nand3            110
a22oi             49
a221oi            12
and3              16
clkbuf            64
a2111oi           21
nor2              50
mux2i             44
nand2             24
nand4             34
mux2              22
a22o              49
clkinv            21
clkdlybuf4s50     37
==> worst min-delay path, cell delays in order, from the launching register on <==
cell	delay, ns
sky130_fd_sc_hd__edfxtp_1	0.32
sky130_fd_sc_hd__a221oi_1	0.08
sky130_fd_sc_hd__nand4_1	0.08
==> worst paths after layout <==
check,startpoint,endpoint,cells after the start
hold reg to reg,reg_file[5][2]$_DFFE_PP_,read[2]$_DFFE_PP_,2
setup reg to reg,reg_file[23][1]$_DFFE_PP_,read[1]$_DFFE_PP_,5
hold / removal,reg_file[5][2]$_DFFE_PP_,read[2]$_DFFE_PP_,2
setup / recovery,addr[5],read[10]$_DFFE_PP_,7
==> where the power goes <==
group          internal, W  leakage [nW]  switching (W)
clock network      0.00272         0.829        0.00208
registers          0.00617          4.90     0.00000976
logic             0.000153          2.03       0.000334
total              0.00904          7.77        0.00242
==> sequential cells by signal, indices dropped and copies added, names as in the netlist <==
signal / cells
read: 16
reg_file: 528
Power is estimated from default activity; no workload was simulated.
